--- ./run.sh ---
#!/bin/bash
# OpenROAD 26Q1-2900-gdf79404cd8, Yosys 0.63+post, stock flow scripts
make -C /OpenROAD-flow-scripts/flow DESIGN_CONFIG=/design/flow/config.mk WORK_HOME=/design/flow/orfs finish
--- ./config.mk ---
export PLATFORM = sky130hd
export DESIGN_NAME = axi_stream_insert_header
export DESIGN_NICKNAME = axi_stream_insert_header
export VERILOG_FILES = /design/flow/design.v
export SDC_FILE = /design/flow/constraint.sdc
export NUM_CORES = 4
export LEC_CHECK = 1
export CORE_UTILIZATION = 30
--- ./constraint.sdc ---
current_design axi_stream_insert_header

set clk_period 9.9
set clk_io_pct 0.2

create_clock -name clk0 -period $clk_period [get_ports {clk}]

set non_clock_inputs [all_inputs -no_clocks]
set_input_delay [expr $clk_period * $clk_io_pct] -clock clk0 $non_clock_inputs
set_output_delay [expr $clk_period * $clk_io_pct] -clock clk0 [all_outputs]
--- ./design.v ---
module axi_stream_insert_header #(
    parameter                               DATA_WD = 32,
    parameter                               DATA_BYTE_WD    = DATA_WD / 8,
    parameter                               BYTE_CNT_WD = $clog2(DATA_BYTE_WD)
) (
    input                                   clk ,
    input                                   rst_n,
    input                                   valid_in,
    input       [DATA_WD-1 : 0]             data_in,
    input       [DATA_BYTE_WD-1 : 0]        keep_in,
    input                                   last_in,
    output                                  ready_in,
    output                                  valid_out,
    output      [DATA_WD-1 : 0]             data_out,
    output      [DATA_BYTE_WD-1 : 0]        keep_out,
    output                                  last_out,
    input                                   ready_out,
    input                                   valid_insert,
    input       [DATA_WD-1 : 0]             data_insert,
    input       [DATA_BYTE_WD-1 : 0]        keep_insert,
    input       [BYTE_CNT_WD-1 : 0]         byte_insert_cnt,
    output                                  ready_insert    
);
    reg        [DATA_WD-1 : 0]              last_data_r;
    reg                                     header_valid_r;
    reg        [DATA_BYTE_WD-1 : 0]         last_keep_r;
    reg        [BYTE_CNT_WD-1 : 0]          header_byte_cnt_r;
    reg                                     data_valid_r;
    wire       [DATA_WD*2-1:0]              data_extended;         
    wire       [DATA_WD*2-1:0]              data_aligned;                          
    wire       [DATA_BYTE_WD*2-1:0]         keep_extended;
    wire       [DATA_BYTE_WD*2-1:0]         keep_aligned;
    wire                                    header_handshake;
    wire                                    not_finish;
    reg                                     data_last_in_r;
    reg                                     header_handshake_r;
    assign      ready_insert     = (!header_valid_r || last_out) && ready_out; 
    assign      header_handshake = valid_insert && ready_insert;
    always @(posedge clk or negedge rst_n) begin
        if (!rst_n)
            header_valid_r <= 0;
        else begin
            if (last_in && ready_out) header_valid_r <= 0;
            else if (ready_insert)
                header_valid_r <= valid_insert;
        end
    end
    always @(posedge clk or negedge rst_n) begin
        if (!rst_n) begin
            header_byte_cnt_r <= 0;
            last_data_r <= 0;
            last_keep_r <= 0;
        end
        else begin
            if (header_handshake) begin
                header_byte_cnt_r <= byte_insert_cnt;
                last_data_r <= data_insert;
                last_keep_r <= keep_insert;
            end
            else if ((valid_in || last_out) && ready_out) begin  
                last_data_r <= header_valid_r ? data_in : 0;
                last_keep_r <= header_valid_r ? keep_in : 0;    
            end
        end
    end
    assign      ready_in = header_valid_r && ready_out;
    always @(posedge clk or negedge rst_n) begin
        if (!rst_n) data_valid_r <= 0;
        else begin
            if (ready_in)
                data_valid_r <= valid_in;
            else if (!ready_in & last_out & ready_out)
                data_valid_r <= header_valid_r;
        end
    end
    always @(posedge clk or negedge rst_n) begin
        if (!rst_n) data_last_in_r <= 0;
        else begin
            if (ready_out)
                data_last_in_r <= last_in;
        end
    end
    always @(posedge clk or negedge rst_n) begin
        if (!rst_n) header_handshake_r <= 0;
        else begin
            header_handshake_r <= header_handshake;
        end
    end
    assign not_finish       = |keep_aligned[DATA_BYTE_WD-1:0];
    assign data_extended[DATA_WD*2-1:0] = {last_data_r, header_valid_r ? data_in : {DATA_WD{1'b0}}};
    assign keep_extended[DATA_BYTE_WD*2-1:0] = {last_keep_r, header_valid_r ? keep_in : {DATA_BYTE_WD{1'b0}}};
    wire    [BYTE_CNT_WD+3:0]     empty_byte_cnt_bit;
    wire    [BYTE_CNT_WD:0]       header_byte_cnt = header_byte_cnt_r + 1;
    wire    [BYTE_CNT_WD:0]       empty_byte_cnt_r = DATA_BYTE_WD - header_byte_cnt;
    assign empty_byte_cnt_bit = empty_byte_cnt_r << 3;
    assign data_aligned = data_extended << empty_byte_cnt_bit;
    assign data_out     = data_aligned[DATA_WD*2-1:DATA_WD]; 
    assign keep_aligned = keep_extended[DATA_BYTE_WD*2-1:0] << empty_byte_cnt_r;
    assign keep_out     = keep_aligned[DATA_BYTE_WD*2-1:DATA_BYTE_WD]; 
    assign valid_out    = empty_byte_cnt_r != 0 ? (header_valid_r & valid_in) | last_out & ready_out : (header_valid_r | data_last_in_r) & data_valid_r | header_handshake_r;
    assign last_out     = |keep_aligned[DATA_BYTE_WD*2-1:DATA_BYTE_WD] && !not_finish;
endmodule
==> results_dict.tcl <==
# implementation run metrics
set metrics [dict create \
    yosys-top-cells-area "dfrtp_1 (32%), mux2i_1 (13%), a221oi_2 (12%)" \
    dp_hpwl_mm 6.60 \
    grt_max_degree 52 \
    first_global_vias 3015 \
    grt_pass1_wl_mm 15.7 \
    overflow 0 \
    relSlewSlack 0.504 \
    clock_skew_ns 0.0111 \
    yosys_warnings 1 \
    power_switching_share 0.368 \
    cts_root_buffer "clkbuf_8" \
    placed_cells 598 \
    clock.latency.late_pin_ns 0.30 \
    postCtsHoldBufs 0 \
    fp.dieW_microns 106 \
    n_antenna_cell 0 \
    endpoint_kind "output pin" \
    final_util 0.440 \
    avgSynthCellArea_sq_um 8.81 \
    cts_resized 0 \
    tightest_slew_ns 0.744 \
    layout.cells.non_filler 606 \
    top_cell "nor2_1" \
    fin_crit_sh 0.645 \
    cts_num_sinks 42 \
    numPortBuffers 119 \
    top_area_cell "dfrtp_1" \
    drc 0 \
    wl_per_cell_microns 16.3 \
    fill_cells 1009 \
    floorplan.core_util 0.311 \
    p_leak_nw 1.86 \
    yosysUniqueCellTypes 44 \
    core-area_sq_um 10400 \
    async_flop_share 1.00 \
    combPwrFrac 0.548 \
    setup_tns_ns 0 \
    power_frac_seq 0.310 \
    clock_path_buffers 2 \
    routed_wl_mm 9.86 \
    ir_worst_vdd_mv 0.0782 \
    ys_ff 42 \
    setup_viol 0 \
    top_cell_area_share 0.324 \
    antenna_found_initial 0 \
    cts_tree "done" \
    drtIter0Drc 165 \
    pwr_density_cell_nw_per_um2 206 \
    post_cts_buffers 0 \
    layout_min_cycle_time_ns 6.38 \
    hold_slack_ns 0.492 \
    areaGrowthSynthToFinish_pct 41.3 \
    cp_data_arrival_time_ns 4.40 \
    warnings 25 \
    ys_seq_frac 0.324 \
    yosysCellCount 368 \
    yosys-top-cells-count "nor2_1 (74), dfrtp_1 (42), mux2i_1 (42), nand2_1 (42), a221oi_2 (25)" \
    num_rows 37 \
    hold_viol 0 \
    cap_violations 0 \
    fin_total_pwr_mw 0.942 \
    internal_power_mw 0.595 \
    path_class "input pin to output pin" \
    drive_above_1_share 0.130 \
    required_ns 7.92 \
    vias_per_cell 5.05 \
    hp-class "flip-flop to flip-flop" \
    antenna_left 0 \
    flop_cell "dfrtp_1" \
    firstDrtPassIters 4 \
    power_switching_mw 0.347 \
    gr-usage-all-layers 0.182 \
    path_max_fanout 5 \
    cts-htree-levels 2 \
    routabilityCongestion 0.863 \
    status "complete, no violations" \
    die_h_microns 106 \
    crit_path_start_kind "input pin" \
    synthesis.instances 368 \
    netlist_area_sq_um 3240 \
    die-area_sq_um 11200 \
    pwr-share-clk 0.142 \
    ys_chip_area_sq_um 3240 \
    ios 120 \
    edf_count 0 \
    rsz0062_at_grt "false" \
    cts_buffers 5 \
    fmax_ghz 0.157 \
    final_max_slew_viol_count 0 \
    via_count 3061 \
    clk_pin_slew_ns 0.09 \
]
[power by group through the flow]
stage     Clock, mW  Sequential [mW]  Combinational, mW
4_1_cts       0.139            0.292              0.523
6_report      0.134            0.292              0.517
5_1_grt       0.145            0.302              0.569
[per-layer routing]
layer / track usage / vias to the layer above / share of wire
met3: 0.0331 / 4 / 0.063
li1: - / 1539 / -
met1: 0.267 / 1423 / 0.45
met4: 0.00794 / 0 / 0.0047
met5: 0 / - / 0
met2: 0.302 / 95 / 0.48
[stage by stage]
step	area [sq um]	setup slack, ns
after floorplan	3240	4.68
after global placement	4470	3.57
after detailed placement	4470	3.52
after CTS	4580	3.52
after global routing	4580	3.36
final	4580	3.52
[flip-flops by register name (all words and copies together), names as in the netlist]
signal              flops
data_valid_r            1
data_last_in_r          1
header_valid_r          1
last_data_r            32
header_handshake_r      1
header_byte_cnt_r       2
last_keep_r             4
[path summary, 6_finish.rpt]
check	slack (ns)	start	to	cells past startpoint
hold reg to reg	0.49	data_valid_r	data_valid_r	1
setup reg to reg	6.56	header_byte_cnt_r[0]	last_data_r[0]	9
min in group asynchronous	1.76	rst_n	last_data_r[8]	2
hold / removal	0.49	data_valid_r	data_valid_r	1
max in group asynchronous	7.70	rst_n	header_byte_cnt_r[0]	2
setup / recovery	3.52	keep_in[3]	valid_out	8
[worst max-delay path, cell delays in order]
cell and delay [ns]:
clkdlybuf4s50_1 0.50, a21o_1 0.26, or3_1 0.39, a21oi_1 0.32, a21oi_1 0.14, a222oi_1 0.34, a21oi_1 0.07, clkdlybuf4s50_1 0.40
[cell type report]
| cell class | instances | area [sq um] | area share |
|---|---|---|---|
| timing repair buffer | 127 | 1250 | 0.272 |
| multi-input combinational | 290 | 1990 | 0.434 |
| tap | 136 | 170 | 0.0371 |
| clock buffer | 8 | 110 | 0.0240 |
| inverter | 3 | 11.3 | 0.00246 |
| sequential | 42 | 1050 | 0.230 |
[logic make-up (layout without fill, tap and decap cells)]
kind of cell / after synthesis / in the layout / share of synthesized area
compound gates: 102 / 102 / 0.278
buf+inv: 36 / 138 / 0.0621
flops: 42 / 42 / 0.324
mux: 51 / 51 / 0.161
simple gates: 137 / 137 / 0.175
[layout by cell type, fill, tap and decap left out, drive strengths merged, types with 2 or more instances in the layout]
| cell | synthesis | final |
|---|---|---|
| dfrtp | 42 | 42 |
| a221o | 2 | 2 |
| mux2i | 42 | 42 |
| o21ai | 20 | 20 |
| a21oi | 17 | 17 |
| inv | 3 | 3 |
| o21a | 8 | 8 |
| nor2 | 75 | 75 |
| nor2b | 2 | 2 |
| buf | 23 | 9 |
| clkbuf | 10 | 8 |
| a211oi | 4 | 4 |
| a22o | 6 | 6 |
| mux2 | 9 | 9 |
| and2 | 4 | 4 |
| and3 | 2 | 2 |
| nand2 | 44 | 44 |
| a311oi | 2 | 2 |
| a31oi | 7 | 7 |
| a21o | 2 | 2 |
| a221oi | 27 | 27 |
| clkdlybuf4s50 | 0 | 118 |
| nand2b | 3 | 3 |
| nand3 | 4 | 4 |
| a211o | 2 | 2 |
Power is estimated from default activity; no workload was simulated.
